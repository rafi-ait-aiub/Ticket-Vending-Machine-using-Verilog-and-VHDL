==> design.v <==
module updata(clk, rst, in_RDY8, DATA_in8, state_cmp8, out_RDY8, DATA_out8);
	input clk, rst;
	input in_RDY8;
	input [7:0] DATA_in8;
	output state_cmp8, out_RDY8;
	output DATA_out8;
	reg state_cmp8, out_RDY8;
	reg DATA_out8;
	reg [2:0] state_up;
	reg [7:0] i, data_mem1, data_mem2;
always @(posedge clk, posedge rst) begin
	if(rst) begin
		state_cmp8 <= 0; 
		out_RDY8 <= 0;
		DATA_out8 <= 0;
		data_mem1 <= 8'b0000_0000;
		data_mem2 <= 8'b0000_0000;
		state_up <= 3'b000; 	 
		end
	else begin
		case (state_up)
		3'b000 : begin
			 state_cmp8 <= 0;
			 data_mem1 <= 8'b0000_0000;
			 data_mem2 <= 8'b0000_0000;
			 if(in_RDY8)
			 	state_up = state_up + 1;
			 end
		3'b001 : begin  
			 data_mem1 <= DATA_in8;
			 state_up = state_up + 1;
			 end
		3'b010 : begin
			 data_mem2 <= DATA_in8;
			 out_RDY8 <= 1;
			 state_up = state_up + 1;
			 i <= 8'b0000_0111;
			 end
		3'b011 : begin
			 if(i >= 0) begin
			 	DATA_out8 <= data_mem1[i];
				i <= i - 1;
				if(i == 0) begin
					state_up = state_up + 1;
					i <= 8'b0000_0111;
					end
				end
			 end
		3'b100 : begin
			 if(i >= 0) begin
			 	DATA_out8 <= data_mem2[i];
				i <= i - 1;
			  	if(i == 0) begin
					state_up = state_up + 1;
					end
				end
			 end
		3'b101 : begin
			  state_cmp8 <= 1;
			  out_RDY8 <= 0; 
			  DATA_out8 <= 0;
			  state_up = 0;			
			  end
		endcase
	end
end
endmodule
==> run.sh <==
#!/bin/bash
# OpenROAD 26Q1-2900-gdf79404cd8, Yosys 0.63+post, stock flow scripts
make -C /OpenROAD-flow-scripts/flow DESIGN_CONFIG=/design/flow/config.mk WORK_HOME=/design/flow/orfs finish
==> config.mk <==
export PLATFORM = sky130hd
export DESIGN_NAME = updata
export DESIGN_NICKNAME = updata
export VERILOG_FILES = /design/flow/design.v
export SDC_FILE = /design/flow/constraint.sdc
export NUM_CORES = 4
export LEC_CHECK = 1
export CORE_AREA = 10 10 114 114
export DIE_AREA = 0 0 124 124
==> constraint.sdc <==
current_design updata

set clk_period 2.6
set clk_io_pct 0.2

create_clock -name clk0 -period $clk_period [get_ports {clk}]

set non_clock_inputs [all_inputs -no_clocks]
set_input_delay [expr $clk_period * $clk_io_pct] -clock clk0 $non_clock_inputs
set_output_delay [expr $clk_period * $clk_io_pct] -clock clk0 [all_outputs]
==> impl_metrics.json <==
{
  "status": "finished clean",
  "regArea_um2": 791,
  "grt_use_total_pct": 4.93,
  "ys_ff": 30,
  "clock_skew_ns": 0.00375,
  "drt_iter0_drc": 87,
  "ys.flop_type": "dfrtp_1",
  "hp-start": "data_mem2[1]$_DFFE_PP0P_",
  "cp.arrival_ns": 2.36,
  "avgSynthCellArea_um2": 9.27,
  "path_class": "reg2reg",
  "clkTransAtPathRegs_ns": 0.06,
  "synth_top_area_share_pct": 33.4,
  "fin_cells": 329,
  "fin_setup_tns_ns": 0,
  "worst-r2r-cell-count": 6,
  "cts-root-buf": "clkbuf_8",
  "grt_max_degree": 23,
  "chipHeight_um": 124,
  "wl_mm": 3.63,
  "routed_via_density": 3.92,
  "chipArea_um2": 15400,
  "antenna_found_initial": 0,
  "dp.cells": 321,
  "whs_path_depth": 2,
  "grt_pass1_wl_mm": 6.12,
  "area_growth_syn_to_layout_pct": 23.5,
  "syn_inst": 178,
  "drc": 0,
  "rrSetupSlack_ns": 0.27,
  "tightestPinTransition_ns": 0.666,
  "post_cts_buffers": 0,
  "clock_latency_ns": 0.28,
  "netlist_area_um2": 1650,
  "gr-total-overflow": 0,
  "clock_sinks": 30,
  "ys_warn_count": 1,
  "cap_violations": 0,
  "gp_congestion": 0.805,
  "reg2reg_to": "i[5]$_DFFE_PP_",
  "ys_sh_mux_pct": 5.76,
  "fmax_mhz": 429,
  "crit_required_ns": 2.63,
  "hold_buffers": 0,
  "logic_family": "simple AND/OR/NAND/NOR gates",
  "end_kind": "flop",
  "logic_area_um2": 792,
  "wl_per_cell_um": 11.0,
  "coreArea_um2": 10400,
  "compound_area_share_pct": 16.6,
  "finalHoldViolCount": 0,
  "ys_seq_share_pct": 47.9,
  "via_count": 1291,
  "post_cts_resized": 0,
  "rsz0062_at_grt": "no",
  "cts_tree": "built",
  "ys_cells": 178,
  "antenna_cells": 0,
  "yosysMostFrequentCell": "nand2_1",
  "synth_cell_type_count": 39,
  "enable_flop_cells": 8,
  "fp-utilization_pct": 15.8,
  "r2r-start": "i[1]$_DFFE_PP_",
  "antenna_left": 0,
  "power.total_uw": 2090,
  "yosys-top-cells-count": "39 x nand2_1, 22 x dfrtp_1, 20 x o21ai_0, 13 x a21oi_1, 11 x nor2_1",
  "finalCritPeriodShare_pct": 89.6,
  "power_density_nw_per_um2": 1020,
  "clk_path_buf_depth": 2,
  "numCtsBuffers": 5,
  "first_pass_iters": 4,
  "synth-xor-area-share_pct": 2.65,
  "finalSetupViolations": 0,
  "async_flop_share_pct": 73.3,
  "top_area_cell": "dfrtp_1",
  "min_period_ns": 2.33,
  "hpwlAfterDp_mm": 2.67,
  "holdPathEnd": "data_mem2[1]$_DFFE_PP0P_",
  "maxSlewHeadroom_pct": 55.6,
  "warning_count": 25,
  "slew_violations": 0,
  "grt_pass1_vias": 1213,
  "place.port_buffers": 13,
  "power_leakage_uw": 0.000829,
  "fill_cells": 1137,
  "area_leaders": "dfrtp_1 33%, edfxtp_1 15%, nand2_1 8.9%, o21ai_0 6.1%, a21oi_1 3.9%",
  "simple_gate_share_pct": 21.5,
  "io_pins": 14,
  "placementRows": 37,
  "drive_gt1_share_pct": 11.4,
  "startpoint_type": "flop",
  "synth_chip_area_um2": 1650,
  "htree_levels": 2,
  "hold_class": "reg2reg",
  "ir_drop_mv": 0.289,
  "die_x_um": 124,
  "critPathMaxFanout": 6,
  "adder_share_pct": 1.52
}
==> flip-flops by register name (all words and copies together) (netlist names) <==
name and flops:
state_cmp8 1, data_mem2 8, state_up 3, DATA_out8 1, i 8, data_mem1 8
out_RDY8 1
==> cells by family after synthesis <==
logic type                 Yosys count
muxes                                8
xor gates and xnor gates             5
DFF                                 30
AOI/OAI and AO/OA                   45
and+or+nand+nor                     70
adders and majority gates            2
buffers and inverters               18
==> cell type report <==
type,count,area share [%]
tap,136,8.35
clock inverter,2,0.614
sequential,30,38.8
multi-input combinational,130,38.9
timing repair buffer,17,7.86
inverter,8,1.47
clock buffer,6,4.05
==> placed cells by master, fill, tap and decap left out, drive strengths merged, types with 2 or more instances in the layout <==
cell type / netlist / layout
o21ai: 22 / 22
nor2: 11 / 11
clkbuf: 8 / 6
clkdlybuf4s50: 0 / 13
nand2b: 2 / 2
buf: 2 / 4
inv: 8 / 8
a221o: 2 / 2
xor2: 3 / 3
mux2i: 5 / 5
nand2: 39 / 39
mux2: 2 / 2
a2111oi: 2 / 2
dfrtp: 22 / 22
nor4: 3 / 3
xnor2: 2 / 2
nor2b: 4 / 4
edfxtp: 8 / 8
a21oi: 13 / 13
ha: 2 / 2
==> worst max-delay path, cell delays in order (launching register included) <==
cell,delay (ns)
edfxtp_1,0.47
inv_1,0.11
ha_1,0.20
or4b_4,0.51
or4_4,0.46
a31oi_4,0.25
nor2_1,0.08
==> routing by layer <==
layer  vias to the layer above  part of all wire [%]  routed length, um  global-route usage (%)
met5                         -                     0                  0                       0
met4                         0                  0.96                 35                   0.576
met3                         4                   6.2                224                    1.84
met2                        27                    44               1590                    7.19
met1                       609                    49               1770                    7.09
li1                        651                     -                  -                       -
==> worst max path at each step <==
stage                   from             end  slack, ns  cells after the start
finish        i[1]$_DFFE_PP_  i[5]$_DFFE_PP_       0.27                      6
global route  i[1]$_DFFE_PP_  i[5]$_DFFE_PP_       0.17                      6
CTS           i[1]$_DFFE_PP_  i[5]$_DFFE_PP_       0.27                      6
==> through the flow <==
stage	utilization [%]	setup slack, ns	hold WS (ns)	instance area [um2]
final	19.6	0.270	0.482	2040
after CTS	19.6	0.267	0.489	2040
after detailed placement	18.7	0.284	0.470	1940
after floorplan	-	0.275	0.442	1650
after global routing	19.6	0.167	0.513	2040
after global placement	18.7	0.343	0.459	1940
==> report_power, final <==
group | leakage [uW] | total, uW | switching, uW | internal (uW)
combinational | 0.000447 | 755 | 370 | 385
clock | 0.0000472 | 392 | 179 | 212
sequential | 0.000334 | 939 | 197 | 742
No activity file was given, so power comes from the tool's default toggle rates.
