==> run.sh <==
#!/bin/bash
# OpenROAD 26Q1-2900-gdf79404cd8, Yosys 0.63+post, stock flow scripts
make -C /OpenROAD-flow-scripts/flow DESIGN_CONFIG=/design/flow/config.mk WORK_HOME=/design/flow/orfs finish
==> constraint.sdc <==
current_design Display

set clk_period 1.9
set clk_io_pct 0.2

create_clock -name clk0 -period $clk_period [get_ports {clk}]

set non_clock_inputs [all_inputs -no_clocks]
set_input_delay [expr $clk_period * $clk_io_pct] -clock clk0 $non_clock_inputs
set_output_delay [expr $clk_period * $clk_io_pct] -clock clk0 [all_outputs]
==> design.v <==
 module Display(clk, rst, in_RDY2, state_cmp2, out_RDY2, DATA_in2, DATA_out2);
	input clk, rst;
	input in_RDY2;
	input [7:0] DATA_in2;
	output DATA_out2;
	output state_cmp2, out_RDY2;
	reg DATA_out2;
	reg state_cmp2, out_RDY2;
	reg [3:0] state_dis;
	reg [7:0] data_mem;
always @(posedge clk, posedge rst) begin
	if(rst) begin
		state_cmp2 <= 0; 
		out_RDY2 <= 0;
		DATA_out2 <= 0;
		data_mem <= 8'b0000_0000;
		state_dis <= 4'b0000;
		end
	else begin
		case(state_dis)
		4'b0000 : begin
			  state_cmp2 <= 0;
			  DATA_out2 <= 0;
			  if(in_RDY2)
			  	state_dis = state_dis + 1;
			  end
		4'b0001 : begin
			  out_RDY2 <= 1;  
			  data_mem <= DATA_in2;
			  state_dis = state_dis + 1;
			  end
		4'b0010 : begin
			  DATA_out2 <= data_mem[7];
			  state_dis = state_dis + 1;
			  end
		4'b0011 : begin
			  DATA_out2 <= data_mem[6];
			  state_dis = state_dis + 1;
			  end
		4'b0100 : begin
			  DATA_out2 <= data_mem[5];
			  state_dis = state_dis + 1;
			  end
		4'b0101 : begin
			  DATA_out2 <= data_mem[4];
			  state_dis = state_dis + 1;
			  end
		4'b0110 : begin
			  DATA_out2 <= data_mem[3];
			  state_dis = state_dis + 1;
			  end
		4'b0111 : begin
			  DATA_out2 <= data_mem[2];
			  state_dis = state_dis + 1;
			  end
		4'b1000 : begin
			  DATA_out2 <= data_mem[1];
			  state_dis = state_dis + 1;
			  end
		4'b1001 : begin
			  DATA_out2 <= data_mem[0];
			  state_dis = state_dis + 1;
			  end
		4'b1010 : begin
			  state_cmp2 <= 1;
			  out_RDY2 <= 0; 
			  DATA_out2 <= 0;
			  state_dis = 0;			
			  end
		endcase
	end	
end
endmodule
==> config.mk <==
export PLATFORM = sky130hd
export DESIGN_NAME = Display
export DESIGN_NICKNAME = Display
export VERILOG_FILES = /design/flow/design.v
export SDC_FILE = /design/flow/constraint.sdc
export NUM_CORES = 4
export LEC_CHECK = 1
export CORE_AREA = 10 10 97 97
export DIE_AREA = 0 0 107 107
==> run notes <==
The run has ended; figures from its reports follow.

The flow ran to the end, and the final reports show no timing, DRC or antenna violations. The cell area after placement came out at 992 um^2. Static timing analysis puts the maximum clock frequency at 0.576 GHz.

The count of tool warnings is 25. The cell area after synthesis is 741 um^2. The fraction of registers with async set or reset after synthesis came out at 1.00. In this design, the largest share of critical-path delay is due to flip-flops.

The die extent in y came out at 107 um. The row count came out at 31. The initial utilization of the core area, before any placement, comes to 0.102. The number of antenna violations at the first check in global routing was 0. TritonRoute reported its final design rule violation total as 0.

The count of different cell masters after synthesis came out at 26. The number of cells in the yosys synthesis report came out at 64. The data arrival time of the critical path came out at 1860 ps. On the worst path, the slowest cell contributes a delay of 630 ps. The number of top-level design ports came out at 14. The number of gates resized after CTS was 0.

The yosys-reported design area after synthesis is 741 um^2. The number of design-rule violations left by the first detailed-router iteration is 60. The longest clock path from root to sink contains 2 buffers. The cell at the root of the clock tree is sky130_fd_sc_hd__clkbuf_8.

The clock reaches the later pin of the worst-skew pair after 240 ps. The number of instances in the synthesized netlist is 64. The average wire per cell in the routed design is 9.27 um. The maximum resistive drop on vdd is 0.356 mV. The clock-pin transition on the worst setup and hold timing paths came out at 60 ps. The headroom to the max-slew limit is 0.622. Setup repair after global routing left no endpoint under its margin. The finished cells cover 1040 um^2. The max-slew violation count came out at 0. The category of the worst setup path capture point is a register. The maximum number of pins on one net before global-route repair came out at 16. The routed layout has 515 vias. The count of placed standard cells including taps came out at 174.

For this run, global-route usage on met2 was measured as 0.0439. The count of H-tree levels built during CTS is 1. The power density relative to cell area came out at 1510 nW/um^2. For the pin with the worst max-slew slack, the measured transition is 566 ps.

The worst setup skew after layout is 2.40 ps. Per the layout area report, the register area comes to 375 um^2. The last weighted congestion value of the routability-driven placer is 0.713. The type recorded for the worst min-delay path is primary input to async pin. The number of vias per cell after detailed routing came out at 2.89. The number of buffers inserted during clock tree synthesis is 3. The fraction of final layout cells sized beyond drive strength 1 is 0.203. The total area inside the core boundary comes to 7290 um^2. At the worst endpoint, the required time is 2020 ps. The worst setup path is launched from a register. Per the placement log, port buffering inserted 13 buffers. The combinational gate area is 333 um^2. The largest fanout on the critical path is 14. Of the synthesized area, sequential elements account for 0.507. The number of global-route vias before repair is 541.

The report lists the cells along the critical path as mux2_2 > a32o_1 > a2111o_1. The number of enable flip-flop cells came out at 0. The busiest layer in global routing is met2.

TritonCTS built the clock tree. The number of failing hold endpoints at the final stage came out at 0. The global route stage reports its total congestion overflow as 0. On met3, the global router reports a usage of 0.0170.

The leakage power total is 0.392 nW. The count of inserted antenna diode cells is 0. Setup violations remaining at the end of the flow were counted as 0.

The setup TNS after final layout is 0 ps. The number of synthesis warnings came out at 1. The largest individual stage delay along the critical path comes from the cell sky130_fd_sc_hd__dfrtp_1.

The max capacitance violation total came out at 0. The number of buffers and inverters on the critical path came out at 0. The signed area change from the synthesized netlist to the final layout is 40.0%. The total length of routed wires is 1.65 mm. The predominant post-synthesis flop cell is sky130_fd_sc_hd__dfrtp_1.

The mean instance size in the synthesized netlist came out at 11.6 um^2. The flop and latch count out of synthesis came out at 15. The first-pass GRT wire length is 2.72 mm. The number of iterations in the first detailed-routing pass is 3. The number of cells in the finished layout apart from fillers is 178. The aggregate global-route resource usage is 0.0298. The total of fill cells in the finished design is 849. The met1 usage is 0.0387. The clock sink count came out at 15. The die covers 11400 um^2. In the setup report, the worst path falls into the class register to register.

Per the post-route antenna check, the number of violating nets is 0. After clock tree synthesis, the flow added hold-fix buffers numbering 0. The final critical-path required period is 1740 ps. The tightest hold margin came out at 487 ps. Post-route period utilization is reported as 0.913. The die extent in x is 107 um. The buffers inserted during post-CTS setup optimization came out at 0.
flip-flops by register name, summed over array words and instances, names as in the netlist:
| register | count |
|---|---|
| DATA_out2 | 1 |
| data_mem | 8 |
| out_RDY2 | 1 |
| state_cmp2 | 1 |
| state_dis | 4 |
cell usage after synthesis, types with 2 or more instances:
| cell | instances | share of area |
|---|---|---|
| sky130_fd_sc_hd__xnor2_1 | 2 | 0.024 |
| sky130_fd_sc_hd__nand2_1 | 3 | 0.015 |
| sky130_fd_sc_hd__mux2i_1 | 2 | 0.027 |
| sky130_fd_sc_hd__clkbuf_1 | 2 | 0.010 |
| sky130_fd_sc_hd__nor3_1 | 2 | 0.014 |
| sky130_fd_sc_hd__buf_2 | 2 | 0.014 |
| sky130_fd_sc_hd__mux2_2 | 9 | 0.14 |
| sky130_fd_sc_hd__nor2_1 | 2 | 0.010 |
| sky130_fd_sc_hd__a21oi_1 | 3 | 0.020 |
| sky130_fd_sc_hd__o21ai_0 | 4 | 0.027 |
| sky130_fd_sc_hd__dfrtp_1 | 15 | 0.51 |
| sky130_fd_sc_hd__inv_1 | 4 | 0.020 |
routing by layer:
metal | wire length, um | vias up
li1 | - | 257
met3 | 135 | 0
met4 | 0 | 0
met2 | 739 | 10
met5 | 0 | -
met1 | 775 | 248
final timing paths:
path | from | to | slack [ps] | cells after the start
setup / recovery | state_dis[1]$_DFFE_PP0P_ | DATA_out2$_DFFE_PP0P_ | 160 | 3
hold / removal | rst | data_mem[2]$_DFFE_PP0P_ | 490 | 2
setup reg to reg | state_dis[1]$_DFFE_PP0P_ | DATA_out2$_DFFE_PP0P_ | 160 | 3
hold reg to reg | data_mem[3]$_DFFE_PP0P_ | data_mem[3]$_DFFE_PP0P_ | 500 | 1
max in group asynchronous | rst | state_dis[3]$_DFFE_PP0P_ | 1040 | 2
min in group clk0 | data_mem[3]$_DFFE_PP0P_ | data_mem[3]$_DFFE_PP0P_ | 500 | 1
power by group:
group          internal (mW)  leakage (nW)  switching (mW)  total (mW)
logic                  0.407         0.196           0.239       0.646
clock network          0.148        0.0228           0.105       0.254
registers              0.486         0.174           0.184       0.670
total                   1.04         0.392           0.528        1.57
through the flow:
step                total power, mW  worst slack (ps)   util
floorplan                      1.13               425      -
global placement               1.32               215  0.136
detailed placement             1.33               183  0.136
CTS                            1.60               157  0.142
global route                   1.70               114  0.142
finish                         1.57               165  0.142
area by class of cell:
cell class / count / share of cell area
repair buffers: 15 / 0.140
well taps: 99 / 0.119
inverters: 4 / 0.0145
flip-flops and latches: 15 / 0.362
multi-input cells: 41 / 0.321
clock buffers: 4 / 0.0434
cells in the final DEF, fill, tap and decap left out, types with 2 or more instances in the layout:
cell type                         netlist  routed
sky130_fd_sc_hd__a21oi_1                3       3
sky130_fd_sc_hd__buf_4                  0       2
sky130_fd_sc_hd__clkbuf_8               0       3
sky130_fd_sc_hd__clkdlybuf4s50_1        0      13
sky130_fd_sc_hd__dfrtp_1               15      15
sky130_fd_sc_hd__inv_1                  4       4
sky130_fd_sc_hd__mux2_2                 9       9
sky130_fd_sc_hd__mux2i_1                2       2
sky130_fd_sc_hd__nand2_1                3       3
sky130_fd_sc_hd__nor2_1                 2       2
sky130_fd_sc_hd__nor3_1                 2       2
sky130_fd_sc_hd__o21ai_0                4       4
sky130_fd_sc_hd__xnor2_1                2       2
worst reg2reg max path: cells and delay by family, from the launching register on:
family,cells,cell delay (ps)
AND-OR/OR-AND,2,600
flip-flops,1,630
multiplexers,1,390
logic make-up (layout without fill, tap and decap cells):
family	Yosys count	count (layout)	synth area share
XOR/XNOR	2	2	0.0237
buffers and inverters	8	23	0.0439
flip-flops	15	15	0.507
multiplexers	12	12	0.184
AND-OR/OR-AND	12	12	0.110
AND/OR/NAND/NOR	15	15	0.132
Power figures rest on the tool's default switching activity, not on a simulated workload.
