`flow/run.sh`:
```
#!/bin/bash
# OpenROAD 26Q1-2900-gdf79404cd8, Yosys 0.63+post, stock flow scripts
make -C /OpenROAD-flow-scripts/flow DESIGN_CONFIG=/design/flow/config.mk WORK_HOME=/design/flow/orfs finish
```
`flow/config.mk`:
```
export PLATFORM = sky130hd
export DESIGN_NAME = change
export DESIGN_NICKNAME = change
export VERILOG_FILES = /design/flow/design.v
export SDC_FILE = /design/flow/constraint.sdc
export NUM_CORES = 4
export LEC_CHECK = 1
export CORE_AREA = 10 10 90 90
export DIE_AREA = 0 0 100 100
```
`flow/constraint.sdc`:
```
current_design change

set clk_period 4.1
set clk_io_pct 0.2

create_clock -name clk0 -period $clk_period [get_ports {clk}]

set non_clock_inputs [all_inputs -no_clocks]
set_input_delay [expr $clk_period * $clk_io_pct] -clock clk0 $non_clock_inputs
set_output_delay [expr $clk_period * $clk_io_pct] -clock clk0 [all_outputs]
```
`flow/design.v`:
```
module change(clk, rst, in_RDY7, DATA_in7, state_cmp7, out_RDY7, DATA_out7);
	input clk, rst;
	input in_RDY7;
	input [7:0] DATA_in7;
	output state_cmp7, out_RDY7;
	output DATA_out7;
	reg state_cmp7, out_RDY7;
	reg DATA_out7;
	reg [3:0] state_ch;
	reg signed [7:0] data_mem;
always @(posedge clk, posedge rst) begin
	if(rst) begin
		state_cmp7 <= 0; 
		out_RDY7 <= 0;
		DATA_out7 <= 0;
		data_mem <= 8'b0000_0000;
		state_ch <= 4'b0000; 	 
		end
	else begin
		case (state_ch)
		4'b0000 : begin
			  state_cmp7 <= 0;
			  if(in_RDY7)
			 	 state_ch = state_ch + 1;
			  end
		4'b0001 : begin
			  out_RDY7 <= 1;  
			  if(DATA_in7[7])
			  	data_mem <= (~DATA_in7) + 1;
			  else
				data_mem <= DATA_in7;
			  state_ch = state_ch + 1;
			  end
		4'b0010 : begin
			  DATA_out7 <= data_mem[7];
			  state_ch = state_ch + 1;
			  end
		4'b0011 : begin
			  DATA_out7 <= data_mem[6];
			  state_ch = state_ch + 1;
			  end
		4'b0100 : begin
			  DATA_out7 <= data_mem[5];
			  state_ch = state_ch + 1;
			  end
		4'b0101 : begin
			  DATA_out7 <= data_mem[4];
			  state_ch = state_ch + 1;
			  end
		4'b0110 : begin
			  DATA_out7 <= data_mem[3];
			  state_ch = state_ch + 1;
			  end
		4'b0111 : begin
			  DATA_out7 <= data_mem[2];
			  state_ch = state_ch + 1;
			  end
		4'b1000 : begin
			  DATA_out7 <= data_mem[1];
			  state_ch = state_ch + 1;
			  end
		4'b1001 : begin
			  DATA_out7 <= data_mem[0];
			  state_ch = state_ch + 1;
			  end
		4'b1010 : begin
			  state_cmp7 <= 1;
			  out_RDY7 <= 0; 
			  DATA_out7 <= 0;
			  state_ch = 0;			
			  end
		endcase
	end
end
endmodule
```
==> results.py <==
# Synthesis and PnR figures
metrics = {
    "synth": {
        "synth_area_um2": 852,
        "ys_cells": 95,
        "ys_types": 30,
        "synthCells": 95,
        "edf_count": 0,
        "ys_chip_area_um2": 852,
        "async_flop_share": 1.00,
        "ff_type": "dfrtp_1",
        "top_area_frac": 0.441,
        "top_cell": "dfrtp_1",
        "ys.flops": 15,
        "synth_area_leader_cell": "dfrtp_1",
        "common_cells": "dfrtp_1, nor2_1, a21oi_1",
        "yosysWarnings": 1,
        "postSynthSeqShare": 0.441,
        "ys_top_cells_by_area": "dfrtp_1, a21oi_1, nor2_1, o21ai_0, xor2_1",
        "synth_area_per_cell_um2": 8.97,
    },
    "worst_hold_path": {
        "worstHoldPathType": "flip-flop to flip-flop",
    },
    "timing": {
        "fin_setup_tns_ps": 0,
        "drv_slew": 0,
        "max_freq_ghz": 0.455,
        "max_slew_margin": 0.608,
        "fin_crit_ps": 2200,
        "rsz0062_at_grt": "no",
        "finalSetupViolations": 0,
        "hold-worst-slack_ps": 524,
        "final_hold_viol_count": 0,
        "finalClockPeriodUsage": 0.536,
        "worstMarginPinSlew_ps": 588,
        "skew_ps": 6.66,
    },
    "grt": {
        "antenna_found_initial": 0,
        "grt_pass1_wl_mm": 2.94,
        "gr-usage-all-layers": 0.0339,
        "grt_use_met2": 0.0508,
        "grt.busiest_layer": "met2",
        "met1_usage": 0.0467,
        "overflow": 0,
        "grt_max_degree": 16,
        "use_met3": 0.0125,
        "grt_pass1_vias": 690,
    },
    "placement": {
        "hpwl_mm": 1.28,
        "port-buffer-count": 13,
        "place_congestion": 0.772,
        "dp.cells": 180,
    },
    "critical_path": {
        "setup.worst_path.end_class": "flip-flop",
        "path_class": "primary input to flip-flop",
        "cp.required_ps": 4240,
        "critical_path_arrival_ps": 2330,
        "regToRegSetupSlack_ps": 2410,
        "cp_max_fo": 3,
        "startpoint_type": "primary input",
    },
    "detailed_routing": {
        "wl_per_cell_um": 9.11,
        "route.detailed.drc": 0,
        "antenna_left": 0,
        "detailedRoute.firstPassIterationCount": 2,
        "vias_per_cell": 3.61,
        "routed_wl_mm": 1.68,
        "vias": 665,
        "num_antenna_cells": 0,
        "initialDrtViolationCount": 98,
    },
    "cts": {
        "cts_buffers": 3,
        "clock_latency_ps": 250,
        "cts_resized": 0,
        "cts_hold_buf": 0,
        "cts_setup_buffers": 0,
        "cts.sinks": 15,
        "clk_pin_slew_ps": 70,
        "clock_path_buffers": 2,
        "h-tree-depth": 1,
        "cts_tree": "done",
        "cts_root_buffer": "clkbuf_8",
    },
    "die": {
        "row_count": 29,
        "die-area_um2": 10000,
        "fp_util": 0.136,
        "ioPinCount": 14,
        "fp.dieW_um": 100,
        "core_um2": 6280,
        "fp.dieH_um": 100,
    },
    "job": {
        "warnings": 25,
        "drv_cap": 0,
    },
    "power_and_ir_drop": {
        "power.total_w": 0.000700,
        "p_leak_nw": 0.432,
        "power.density_nw_per_um2": 636,
        "vdd_drop_max_uv": 164,
    },
    "layout": {
        "stdcell_count": 184,
        "seq_area_um2": 375,
        "n_fill_cell": 696,
        "drive_gt1_frac": 0.0748,
        "area_growth_pct": 29.2,
        "final_util": 0.175,
        "combGateArea_um2": 417,
    },
    "outcome": {
        "status": "completed",
    },
}
layout make-up:
type	instances	share of cell area
clock buffers	3	0.0375
clock inverters	1	0.00682
inverters	7	0.0239
multi-input cells	67	0.378
flip-flops and latches	15	0.341
well taps	77	0.0875
repair buffers	14	0.125
cells in the final DEF (no fill, tap or decap), drive strengths merged:
master         count
dfrtp             15
clkdlybuf4s50     13
nor2              11
a21oi             10
nand2              9
o21ai              8
inv                7
xor2               4
nor2b              3
clkbuf             3
o31ai              2
mux2i              2
xnor2              2
or3                2
or2                1
or3b               1
nand2b             1
nor3               1
nand4              1
o21bai             1
a32oi              1
mux4               1
o211ai             1
o311a              1
and2               1
a221oi             1
mux2               1
ha                 1
clkinvlp           1
buf                1
power breakdown:
group | internal (W) | leakage (nW) | switching [W] | total [W]
Clock | 0.0000683 | 0.0217 | 0.0000556 | 0.000124
Combinational | 0.000152 | 0.241 | 0.000118 | 0.000270
Sequential | 0.000221 | 0.169 | 0.0000849 | 0.000305
stage by stage:
stage | instance area [um^2] | setup slack [ps]
global placement | 1050 | 1670
detailed placement | 1050 | 1630
global route | 1100 | 1760
finish | 1100 | 1900
CTS | 1100 | 1900
floorplan | 852 | 2160
per-layer routing:
| metal | part of all wire | wire length (um) |
|---|---|---|
| met2 | 0.41 | 691 |
| met1 | 0.53 | 888 |
| met3 | 0.039 | 66 |
| met4 | 0.018 | 30 |
| met5 | 0 | 0 |
registers in the layout, indices dropped and copies added, names as in the netlist:
| name | flops |
|---|---|
| data_mem | 8 |
| state_ch | 4 |
| DATA_out7 | 1 |
| out_RDY7 | 1 |
| state_cmp7 | 1 |
worst max-delay path: stages:
cell and delay, ps:
clkdlybuf4s50_1 440, inv_1 70, ha_1 150, or3b_1 370, o31ai_1 240, xor2_1 170, a21oi_1 80
worst paths after layout:
path / cells past startpoint / start / to
min in group asynchronous: 2 / rst / state_cmp7
setup / recovery: 7 / DATA_in7[1] / data_mem[6]
max in group asynchronous: 2 / rst / out_RDY7
hold reg to reg: 2 / data_mem[4] / data_mem[4]
setup reg to reg: 4 / state_ch[0] / data_mem[0]
hold / removal: 2 / data_mem[4] / data_mem[4]
cells by family after synthesis:
logic type	Yosys count	synth area share
xor+xnor	6	0.0617
mux	4	0.0631
simple gates	31	0.176
compound gates	25	0.173
fa+ha+maj	1	0.0147
flops	15	0.441
buf+inv	13	0.0705
No activity file was given, so power comes from the tool's default toggle rates.
